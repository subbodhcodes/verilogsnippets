File: config.mk
export PLATFORM = sky130hd
export DESIGN_NAME = booth_new
export DESIGN_NICKNAME = booth_new
export VERILOG_FILES = /design/flow/design.v
export SDC_FILE = /design/flow/constraint.sdc
export NUM_CORES = 4
export LEC_CHECK = 1
export CORE_AREA = 10 10 96 96
export DIE_AREA = 0 0 106 106
File: design.v
module booth_new(
    input signed [3:0] A,  
    input signed [3:0] B,    
    output reg signed [7:0] Z    
);
    reg signed [8:0] P;
    reg signed [4:0] M, M_neg;
    reg [4:0] Q; 
    integer i;
    always @* begin
        M = {A[3], A};
        M_neg = -M; 
        Q = {B, 1'b0}; 
        P = 9'b0;
        for (i = 0; i < 4; i = i + 1) begin
            case (Q[1:0])
                2'b10: P = P + {M_neg, 4'b0};
                2'b01: P = P + {M, 4'b0}; 
            endcase
            P = P >>> 1; 
            Q = Q >> 1;
        end
        Z = P[7:0]; 
    end
endmodule
File: run.sh
#!/bin/bash
# OpenROAD 26Q1-2900-gdf79404cd8, Yosys 0.63+post, stock flow scripts
make -C /OpenROAD-flow-scripts/flow DESIGN_CONFIG=/design/flow/config.mk WORK_HOME=/design/flow/orfs finish
File: constraint.sdc
current_design booth_new

set clk_period 7.5
set clk_io_pct 0.2

create_clock -name clk0 -period $clk_period

set non_clock_inputs [all_inputs -no_clocks]
set_input_delay [expr $clk_period * $clk_io_pct] -clock clk0 $non_clock_inputs
set_output_delay [expr $clk_period * $clk_io_pct] -clock clk0 [all_outputs]
==> deck_impl_summary.md <==
Key Metrics from the Run

Yosys
  • Yosys synthesis chip area: 1410 sq um
  • Ys cells: approximately 190
  • Cell area leaders: ha_1, xnor2_1, fa_1
  • Cell Area, Synth: 1410 sq um
  • Syn avg cell area: 7.44 sq um
  • Top-area cell share: 0.231
  • Synth warn: 1
  • Syn Inst Count: 189
  • Area leader, netlist: ha_1
  • Unique cell types: about 48
  • Synth Seq Share: 0

Min path
  • Count of cells along the worst hold path: 6
  • Hold Crit Class: input port to output pin

Timing
  • Cycle use final: 0.990
  • Least-Margin Pin Slew: around 0.48 ns
  • Final setup vio count: 0
  • Setup WS post-layout: 0.0745 ns
  • Hold Violations, Final: 0
  • Setup TNS: 0 ns
  • RSZ-0062 raised after global routing: true
  • Slew Viols, Final: 0
  • Max Fclk: between 100 and 150 MHz
  • Tmin final: between 7 and 8 ns
  • Worst slew margin: 0.678

Layout
  • Fin area: ~2800 sq um
  • Final core occ: 0.388
  • Layout area overhead: 99.0%
  • Clock buffers: 0
  • Flop area: 0 sq um
  • Fill cells: ~690
  • Commonest Layout Cell: buf_4
  • Flop count: 0
  • Most frequent cells in the layout: buf_4, ha_1, inv_1
  • Share of cells above drive strength 1: 0.574

Setup path
  • Crit path DAT: 5.93 ns
  • Crit Path Max Fanout: 7
  • Crit path required time: roughly 6 ns
  • Kind of critical path: input port to output pin
  • CP startpoint kind: input port
  • CP endpoint kind: output pin

Route
  • Routed wl met3: 91 um
  • 1st-iter DRT viols: approximately 45
  • Vias: about 1.8k
  • Met2 wire len: approximately 2.5 mm
  • Detailed-route DRC error count: 0
  • Final ANT Viol Nets: 0
  • Routed WL: 5.19 mm
  • Top routing layer in use: met4
  • DR WL/cell: 13.5 um
  • Metal-1 WL: 2.58 mm
  • Vias/cell: 4.58
  • Antenna Cells: 0
  • First-pass DRT Iterations: 4

Global routing
  • Total congestion overflow: 0
  • Initial antenna violation count: 0
  • Largest net degree at the start of global routing: 12
  • First-pass GRT wire length: 8.30 mm
  • Total track usage: 0.0870
  • Number of global-route vias before repair: ~1.7k

CTS
  • Post-CTS Hold Buffers: 0

Power and ir drop
  • Seq pwr share: 0
  • Cell Int Power: around 0.17 mW
  • Clock network fraction of total power: 0
  • Leakage: ~1.3 nW
  • VDD IR max: 0.0000743 V
  • PD cells: 110 nW/um^2
  • Net Sw Frac: 0.438
  • Comb power frac: 1.000
  • Net Sw Power: about 0.13 mW

Run
  • Max_cap viols: 0
  • Tally of OpenROAD warnings: 37

Placed design
  • DP Area: ~2200 sq um
  • DP HPWL: ~3.7 mm
  • IO Port Bufs: 16
  • Final Wtd Congestion: around 0.94
  • DP Worst Slack: -0.981 ns

Status
  • Outcome: complete, no violations

Floorplan
  • Die H: 106 um
  • I/O pin count: 16
  • Core Rows: 31
  • Initial Util: 0.195
  • CORE AREA: 7210 sq um
  • Die area: 11200 sq um
  • Die Wd: around 110 um
layer usage:
layer	global-route usage	vias up
met5	0	-
met4	0.00484	0
met3	0.00489	2
met2	0.154	18
met1	0.119	838
li1	-	895
what timing repair did:
action	CTS	global route
gates resized	69	25
endpoints found under the setup margin	4	4
buffers inserted	22	3
pin swaps	38	27
synth_stat cells, drive strengths merged (2+ instances only):
cell and number:
ha 26, inv 19, a21oi 14, xnor2 13, nand2 10, nor2 10
o21ai 9, a21o 8, a31oi 7, clkbuf 7, nor2b 7, a221oi 5
a22oi 4, and3 4, fa 4, xor2 4, nor3 3, buf 2
mux2 2, nand2b 2, nand4 2, nor4 2, o21a 2, o31ai 2
o41ai 2
final timing paths:
kind / start / end / slack [ns]
hold / removal: A[0] / Z[0] / 3.80
setup / recovery: A[2] / Z[7] / 0.07
power groups by stage:
stage     combinational [mW]  sequential (mW)  clock, mW
5_1_grt                0.338                0          0
6_report               0.308                0          0
4_1_cts                0.281                0          0
worst max-delay path, cell delays in order:
cell and delay [ns]:
buf_4 0.13, buf_6 0.14, buf_6 0.14, or4_4 0.51
and3_4 0.19, o41ai_4 0.38, mux2i_1 0.31, nand2_2 0.16
ha_4 0.27, buf_4 0.13, xnor2_1 0.17, a22oi_1 0.10
or2_2 0.31, nand2_2 0.09, ha_1 0.24, a21o_1 0.17
a21oi_2 0.13, xor2_1 0.10, or3b_4 0.38, nor4_2 0.12
nand4b_1 0.13, buf_2 0.10
metrics by stage:
stage	hold WS, ns	instances	power (mW)
final	3.80	383	0.308
after global routing	3.84	383	0.338
after CTS	3.82	380	0.281
after detailed placement	4.17	359	0.234
after global placement	4.17	359	0.233
after floorplan	3.11	189	0.139
cells by family (layout without fill, tap and decap cells):
kind of cell,Yosys count,in the layout,share of synthesized area
AND-OR/OR-AND,60,60,0.297
AND/OR/NAND/NOR,51,51,0.209
adder cells (fa/ha/maj),30,30,0.288
buffers and inverters,28,123,0.0765
XOR/XNOR,17,17,0.106
multiplexers,3,3,0.0231
cell type report:
type | count | area (sq um) | share of cell area
inverter | 19 | 76.3 | 0.0273
tap | 99 | 124 | 0.0443
timing repair buffer | 104 | 857 | 0.306
multi-input combinational | 161 | 1740 | 0.622
Power figures rest on the tool's default switching activity, not on a simulated workload.
